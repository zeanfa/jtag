==> /design/flow/run.sh <==
#!/bin/bash
# OpenROAD 26Q1-2900-gdf79404cd8, Yosys 0.63+post, stock flow scripts
make -C /OpenROAD-flow-scripts/flow DESIGN_CONFIG=/design/flow/config.mk WORK_HOME=/design/flow/orfs finish
==> /design/flow/config.mk <==
export PLATFORM = sky130hd
export DESIGN_NAME = bsr
export DESIGN_NICKNAME = bsr
export VERILOG_FILES = /design/flow/design.v
export SDC_FILE = /design/flow/constraint.sdc
export NUM_CORES = 4
export LEC_CHECK = 1
export CORE_AREA = 10 10 70 70
export DIE_AREA = 0 0 80 80
==> /design/flow/constraint.sdc <==
current_design bsr

set clk_period 1.0
set clk_io_pct 0.2

create_clock -name clk0 -period $clk_period

set non_clock_inputs [all_inputs -no_clocks]
set_input_delay [expr $clk_period * $clk_io_pct] -clock clk0 $non_clock_inputs
set_output_delay [expr $clk_period * $clk_io_pct] -clock clk0 [all_outputs]
==> /design/flow/design.v <==
`timescale 1ns / 1ps
module bsr(
    output TDO,
	 output CORE_OUT_1,
	 output CORE_OUT_2,
	 output PIN_OUT_1,
	 output PIN_OUT_2,
	 output [5:0] BSR_OUT,
	 input CORE_IN_1,
	 input CORE_IN_2,
	 input PIN_IN_1,
	 input PIN_IN_2,
    input TDI,
    input CAPTURE,
    input UPDATE,
    input SHIFT,
    input ENABLE,
    input MODE_TEST_NORMAL,
	 input MODE_SHIFT_LOAD,
	 input CAPTURE_MODE_INPUT,
	 input UPDATE_MODE_INPUT,
	 input CAPTURE_MODE_OUTPUT,
	 input UPDATE_MODE_OUTPUT
    );
	 wire INPUT_CAPTURE;
	 wire OUTPUT_CAPTURE;
	 wire INPUT_UPDATE;
	 wire OUTPUT_UPDATE;
	 wire LSB_CAPTURE;
	 wire TDO_1;
	 wire TDO_2;
	 wire TDO_3;
	 wire TDO_4;
	 wire TDO_n0;
	 assign INPUT_CAPTURE = ENABLE & ((CAPTURE & CAPTURE_MODE_INPUT) | SHIFT);
	 assign INPUT_UPDATE = ENABLE & UPDATE & UPDATE_MODE_INPUT;
	 assign OUTPUT_CAPTURE = ENABLE & ((CAPTURE & CAPTURE_MODE_OUTPUT) | SHIFT);
	 assign OUTPUT_UPDATE = ENABLE & UPDATE & UPDATE_MODE_OUTPUT;
	 assign LSB_CAPTURE = ENABLE & (CAPTURE | SHIFT);
	 assign BSR_OUT = {TDO_1, TDO_2, TDO_3, TDO_4, TDO_n0, TDO};
	simple_cell input_cell_1 (
		.TDIS(TDI),
		.CAPTURE(INPUT_CAPTURE),
		.UPDATE(INPUT_UPDATE),
		.MODE_SHIFT_LOAD(MODE_SHIFT_LOAD),
		.MODE_TEST_NORMAL(MODE_TEST_NORMAL),
		.SYSTEM_DATA_IN(PIN_IN_1),
		.TDOS(TDO_1),
		.SYSTEM_DATA_OUT(CORE_OUT_1)
	);
	simple_cell input_cell_2 (
		.TDIS(TDO_1),
		.CAPTURE(INPUT_CAPTURE),
		.UPDATE(INPUT_UPDATE),
		.MODE_SHIFT_LOAD(MODE_SHIFT_LOAD),
		.MODE_TEST_NORMAL(MODE_TEST_NORMAL),
		.SYSTEM_DATA_IN(PIN_IN_2),
		.TDOS(TDO_2),
		.SYSTEM_DATA_OUT(CORE_OUT_2)
	);
	simple_cell output_cell_1 (
		.TDIS(TDO_2),
		.CAPTURE(OUTPUT_CAPTURE),
		.UPDATE(OUTPUT_UPDATE),
		.MODE_SHIFT_LOAD(MODE_SHIFT_LOAD),
		.MODE_TEST_NORMAL(MODE_TEST_NORMAL),
		.SYSTEM_DATA_IN(CORE_IN_1),
		.TDOS(TDO_3),
		.SYSTEM_DATA_OUT(PIN_OUT_1)
	);
	simple_cell output_cell_2 (
		.TDIS(TDO_3),
		.CAPTURE(OUTPUT_CAPTURE),
		.UPDATE(OUTPUT_UPDATE),
		.MODE_SHIFT_LOAD(MODE_SHIFT_LOAD),
		.MODE_TEST_NORMAL(MODE_TEST_NORMAL),
		.SYSTEM_DATA_IN(CORE_IN_2),
		.TDOS(TDO_4),
		.SYSTEM_DATA_OUT(PIN_OUT_2)
	);
	simple_cell cell_n0 (
		.TDIS(TDO_4),
		.CAPTURE(LSB_CAPTURE),
		.UPDATE(1'b0),
		.MODE_SHIFT_LOAD(MODE_SHIFT_LOAD),
		.MODE_TEST_NORMAL(1'b0),
		.SYSTEM_DATA_IN(1'b1),
		.TDOS(TDO_n0),
		.SYSTEM_DATA_OUT()
	);
	simple_cell cell_n1 (
		.TDIS(TDO_n0),
		.CAPTURE(LSB_CAPTURE),
		.UPDATE(1'b0),
		.MODE_SHIFT_LOAD(MODE_SHIFT_LOAD),
		.MODE_TEST_NORMAL(1'b0),
		.SYSTEM_DATA_IN(1'b0),
		.TDOS(TDO),
		.SYSTEM_DATA_OUT()
	);
endmodule
`timescale 1ns / 1ps
module simple_cell(
    input TDIS,
    input CAPTURE,
    input UPDATE,
    input MODE_SHIFT_LOAD,
    input MODE_TEST_NORMAL,
    input SYSTEM_DATA_IN,
    output TDOS,
    output SYSTEM_DATA_OUT
    );
	reg capture_reg;
	reg update_reg;
	assign SYSTEM_DATA_OUT = (SYSTEM_DATA_IN & MODE_TEST_NORMAL) | (update_reg & !MODE_TEST_NORMAL);
	assign TDOS = capture_reg;
	always @(posedge CAPTURE) begin
		capture_reg <=  (SYSTEM_DATA_IN & !MODE_SHIFT_LOAD) | (TDIS & MODE_SHIFT_LOAD);
	end
	always @(posedge UPDATE) begin
		update_reg <=  capture_reg;
	end
endmodule
==> deck_impl_summary.md <==
Physical Implementation Snapshot

Run status
  – Status: completed

Power and ir drop
  – Pint: 0.141 mW
  – P per Cell Area: 271 nW/um^2
  – Leak Pwr: 0.273 nW
  – P_sw: 0.0437 mW
  – Comb pwr share: 0.793
  – Sequential power share: 0.207
  – Power, Total: 0.184 mW
  – Switching part of the total: 0.237
  – Peak supply drop: 0.0000920 V
  – Clock power frac: 0

Final timing
  – Measured slew at the worst slew-check pin: 0.267 ns
  – Final setup viols: 0
  – Final setup margin: 0.0388 ns
  – Endpoints left unconstrained: 17
  – Unrepaired setup endpoints after global routing: false
  – F_max: 1040 MHz
  – Minimum clock period after layout: 0.961 ns
  – Hold_ws: 0.732 ns
  – Register pins left without a clock: 10
  – Final Cycle Share: 0.961
  – Fin. max-slew vios: 0
  – Slew headroom: 0.821
  – Final Hold Fails: 0

Cells and area
  – Layout cells sized above 1: 0.189
  – Final core utilization: 0.199
  – Synthesis-to-finish area growth: 73.5%
  – Fin area: 679 sq um
  – Filler cells: 394
  – Most frequent logic cell in the layout: clkdlybuf4s50_1
  – Most numerous logic cells after layout: clkdlybuf4s50_1 (17), dfxtp_1 (10)

Critical path
  – Worst Setup End Kind: output pin
  – Crit. Startpoint: MODE_TEST_NORMAL
  – Critical path class: in2out
  – CP Max Fanout: 4
  – WP data arrival: 0.76 ns
  – WP data required: 0.80 ns
  – Startpoint Class: input pin

Min path
  – Type of the worst min-delay path: in2out
  – Hold endpoint: CORE_OUT_1
  – HP Start: MODE_TEST_NORMAL
  – Hold path depth: 3

GRT
  – Number of global-route vias before repair: 347
  – Initial antenna violation count: 0
  – First-pass GRT wire length: 1770 um
  – GRT overflow: 0
  – Gr usage total: 0.0345
  – Pin count of the biggest net entering global routing: 7

Yosys
  – Area fraction in mux cells: 0.230
  – # Cells Yosys: 33
  – AO/OA Area Share: 0.0447
  – Synth unique cells: 9
  – Ys Warns: 1
  – Post-synthesis adder-cell area fraction: 0
  – Synth Area per Inst: 11.9 sq um
  – And+or+nand+nor area frac: 0.0990
  – Seq share, synth: 0.511
  – Mapped cell area: 392 sq um
  – Yosys Chip Area: 392 sq um
  – XORs/XNORs by Area: 0
  – Top non-seq family: multiplexers
  – Mapped Cells: 33
  – Synth flops: 10

Placed design
  – Placed cell area: 664 sq um
  – Number of port buffers: 26
  – Pre-CTS setup slack: -0.774 ns
  – Final GP Congestion: 0.660

Detailed routing
  – Post-route ant nets: 0
  – WL/cell: 10.8 um
  – Drt first pass iters: 4
  – Final WL: 1070 um
  – ANT cells: 0
  – Vias/cell: 2.99
  – DRT iter0 DRCs: 6
  – Vias: 296
  – Remaining routing DRC violations: 0

Floorplan
  – Ports: 26
  – Core area: 3420 sq um
  – Die width: 80 um
  – Die Y: 80 um
  – Row cnt: 21
  – Die ar.: 6400 sq um
  – FP Core Util: 0.115

Job
  – Tool warnings: 32
  – MaxCap Viol Count: 0

Clock network
  – CTS hold repair buffers: 0
## worst max-delay path: stages
cell,delay (ns)
buf_6,0.11
mux2_4,0.28
clkdlybuf4s15_1,0.17
## metal layers
layer,track usage,vias to the layer above,share of wire
met5,0,-,0
met4,0,0,0
met3,0.00568,0,0.057
met2,0.0594,14,0.47
met1,0.0468,134,0.47
li1,-,148,-
## logic make-up (layout without fill, tap and decap cells)
kind of cell	Yosys count	in the layout
mux	8	8
buf+inv	6	26
simple gates	6	6
flops	10	10
compound gates	3	3
## Yosys cell counts (all sizes together)
library cell	number	area [sq um]
buf	6	45.0
dfxtp	10	200
mux2	8	90.1
and3	2	12.5
nand2b	1	6.26
a21oi	2	10.0
nor2b	2	12.5
and2	1	7.51
o21a	1	7.51
## through the flow
stage               cells  TNS, ns
finish                 99        0
global route           99        0
CTS                    99        0
detailed placement     99    -3.04
global placement       99    -3.05
floorplan              33        0
## worst max-delay path by stage
stage	endpoint	cells after the start
6_report	PIN_OUT_1	3
5_1_grt	CORE_OUT_1	3
4_1_cts	PIN_OUT_1	3
## layout make-up
cell class / instances / area, sq um / area share
sequential: 10 / 200 / 0.295
multi-input combinational: 17 / 161 / 0.238
timing repair buffer: 26 / 260 / 0.383
tap: 46 / 57.6 / 0.0847
## power by group through the flow
stage                 registers, mW  clock network (mW)  logic (mW)
after CTS                    0.0384                   0       0.152
after global routing         0.0399                   0       0.162
final                        0.0381                   0       0.146
## repair_timing
| item | in CTS | in global routing |
|---|---|---|
| endpoints found under the setup margin | 4 | 0 |
| buffers inserted | 0 | 0 |
| resized | 35 | 0 |
| endpoints found under the hold margin | 0 | 0 |
Power figures rest on the tool's default switching activity, not on a simulated workload.
