$ cat flow/run.sh
#!/bin/bash
# OpenROAD 26Q1-2900-gdf79404cd8, Yosys 0.63+post, stock flow scripts
make -C /OpenROAD-flow-scripts/flow DESIGN_CONFIG=/design/flow/config.mk WORK_HOME=/design/flow/orfs finish
$ cat flow/constraint.sdc
current_design instruction_decoder

set clk_period 2.4
set clk_io_pct 0.2

create_clock -name clk0 -period $clk_period

set non_clock_inputs [all_inputs -no_clocks]
set_input_delay [expr $clk_period * $clk_io_pct] -clock clk0 $non_clock_inputs
set_output_delay [expr $clk_period * $clk_io_pct] -clock clk0 [all_outputs]
$ cat flow/design.v
`timescale 1ns / 1ps
module instruction_decoder(
    input 	[3:0] INSTR_REG,
    output	[3:0] G1,
    output	BYPASS_ENABLE,
    output	DEVICE_ID_ENABLE,
	output	BSR_ENABLE,
	output	BIST_ENABLE,
	output	BIST_CONF_REG_ENABLE,
	output	BIST_STATUS_REG_ENABLE,
	output	BIST_USER_TEST_ENABLE,
    output	MODE_TEST_NORMAL,
	output	CAPTURE_MODE_INPUT,
	output	UPDATE_MODE_INPUT,
	output	CAPTURE_MODE_OUTPUT,
	output	UPDATE_MODE_OUTPUT
    );
	localparam CODE_BYPASS = 4'hF;
	localparam CODE_SAMPLE_PRELOAD = 4'h1;
	localparam CODE_IDCODE = 4'h2;
	localparam CODE_EXTEST = 4'h4;
	localparam CODE_INTEST = 4'h8;
	localparam CODE_BIST = 4'h3;
	localparam CODE_BIST_CONF = 4'h5;
	localparam CODE_BIST_STATUS = 4'h7;
	localparam CODE_BIST_USER_TEST = 4'h9;
	localparam G1_BSR = 4'h1;
	localparam G1_BYPASS = 4'h0;
	localparam G1_DEVICE_ID = 4'h2;
	localparam G1_BIST_CONF = 4'h3;
	localparam G1_BIST_STATUS = 4'h4;
	localparam G1_BIST_USER_TEST = 4'h5;
	assign G1 = (INSTR_REG == CODE_BIST_CONF)	? G1_BIST_CONF : ((INSTR_REG == CODE_BIST_STATUS) 
												? G1_BIST_STATUS : ((INSTR_REG == CODE_BIST_USER_TEST) 
												? G1_BIST_USER_TEST : ((INSTR_REG == CODE_BYPASS) 
												? G1_BYPASS : ((INSTR_REG == CODE_IDCODE) 
												? G1_DEVICE_ID : G1_BSR))));
	assign BYPASS_ENABLE = (INSTR_REG == CODE_BYPASS) ? 1'b1 : 1'b0;
	assign DEVICE_ID_ENABLE =(INSTR_REG == CODE_IDCODE ? 1'b1 : 1'b0);
	assign BSR_ENABLE = ((INSTR_REG == CODE_SAMPLE_PRELOAD | 
						INSTR_REG == CODE_INTEST | 
						INSTR_REG == CODE_EXTEST) ? 1'b1 : 1'b0);
	assign MODE_TEST_NORMAL = (INSTR_REG == CODE_SAMPLE_PRELOAD | 
							INSTR_REG == CODE_BYPASS | 
							INSTR_REG == CODE_IDCODE) ? 1'b1 : 1'b0;
	assign CAPTURE_MODE_INPUT = (INSTR_REG == CODE_EXTEST) ? 1'b1 : 1'b0;
	assign CAPTURE_MODE_OUTPUT = (INSTR_REG == CODE_INTEST) ? 1'b1 : 1'b0;
	assign UPDATE_MODE_INPUT = (INSTR_REG == CODE_INTEST | INSTR_REG == CODE_SAMPLE_PRELOAD) ? 1'b1 : 1'b0;
	assign UPDATE_MODE_OUTPUT = (INSTR_REG == CODE_EXTEST | INSTR_REG == CODE_SAMPLE_PRELOAD) ? 1'b1 : 1'b0;
	assign	BIST_ENABLE = (INSTR_REG == CODE_BIST) ? 1'b1 : 1'b0;
	assign	BIST_CONF_REG_ENABLE = (INSTR_REG == CODE_BIST_CONF) ? 1'b1 : 1'b0;
	assign	BIST_STATUS_REG_ENABLE = (INSTR_REG == CODE_BIST_STATUS) ? 1'b1 : 1'b0;
	assign	BIST_USER_TEST_ENABLE = (INSTR_REG == CODE_BIST_USER_TEST) ? 1'b1 : 1'b0;
endmodule
$ cat flow/config.mk
export PLATFORM = sky130hd
export DESIGN_NAME = instruction_decoder
export DESIGN_NICKNAME = instruction_decoder
export VERILOG_FILES = /design/flow/design.v
export SDC_FILE = /design/flow/constraint.sdc
export NUM_CORES = 4
export LEC_CHECK = 1
export CORE_AREA = 10 10 70 70
export DIE_AREA = 0 0 80 80
==> flow_summary.html <==
<!-- implementation run metrics -->
<table>
<tr><th>Metric</th><th>Value</th></tr>
<tr><th colspan="2">Route</th></tr>
<tr><td>Antenna Nets Post-Route</td><td>0</td></tr>
<tr><td>Remaining routing DRC violations</td><td>0</td></tr>
<tr><td>Violation count after the first detailed-routing iteration</td><td>3</td></tr>
<tr><td>Detailed-route via count</td><td>315</td></tr>
<tr><td>Wire length per cell</td><td>9.333 microns</td></tr>
<tr><td>Pre-antenna DRT Iters</td><td>2</td></tr>
<tr><td>Total length of routed wires</td><td>952 microns</td></tr>
<tr><td>Average via count per standard cell</td><td>3.088</td></tr>
<tr><td>Count of antenna diodes in the layout</td><td>0</td></tr>
<tr><th colspan="2">STA</th></tr>
<tr><td>Final count of pins violating max slew</td><td>0</td></tr>
<tr><td>Total negative slack</td><td>0 ns</td></tr>
<tr><td>Final-report hold violation count</td><td>0</td></tr>
<tr><td>Hold WS</td><td>1.418 ns</td></tr>
<tr><td>Unrepaired setup endpoints after global routing</td><td>no</td></tr>
<tr><td>Count of final setup violators</td><td>0</td></tr>
<tr><td>Crit path time final</td><td>2.357 ns</td></tr>
<tr><td>Final critical-path setup slack</td><td>0.04321 ns</td></tr>
<tr><td>Achievable clock frequency</td><td>424.3 MHz</td></tr>
<tr><td>Final period util</td><td>0.9820</td></tr>
<tr><th colspan="2">Cells and area</th></tr>
<tr><td>Tally of clock buffers in the finished layout</td><td>0</td></tr>
<tr><td>Sequential standard cell area</td><td>0 sq um</td></tr>
<tr><td>Area growth, synth to finish</td><td>104.7%</td></tr>
<tr><td>Sequential cell count</td><td>0</td></tr>
<tr><td>Share of final-layout standard cells stronger than drive strength 1</td><td>0.1964</td></tr>
<tr><td>Final instance area</td><td>486.7 sq um</td></tr>
<tr><th colspan="2">Critical path</th></tr>
<tr><td>Worst path max stage delay</td><td>0.53 ns</td></tr>
<tr><td>CP Data Required Time</td><td>1.92 ns</td></tr>
<tr><td>Crit start category</td><td>input port</td></tr>
<tr><td>Max FO, Critical Path</td><td>7</td></tr>
<tr><td>Ordered list of cells on the worst path</td><td>dlygate4sd2_1 -&gt; or4b_1 -&gt; nand3b_1 -&gt; clkdlybuf4s50_1</td></tr>
<tr><td>Endpoint kind of the worst setup timing path</td><td>primary output</td></tr>
<tr><td>Crit path buffers/inverters</td><td>2</td></tr>
<tr><td>Critical-path cell with the highest stage delay</td><td>or4b_1</td></tr>
<tr><td>Class of the most critical setup path</td><td>input port to primary output</td></tr>
<tr><td>Largest delay share family, worst path</td><td>buffers and inverters</td></tr>
<tr><td>CP arrival</td><td>1.88 ns</td></tr>
<tr><th colspan="2">Power and ir drop</th></tr>
<tr><td>IR Drop Worst-Case VDD</td><td>0.00002775 V</td></tr>
<tr><td>Internal power component</td><td>0.00003604 W</td></tr>
<tr><td>Sequential Power Share</td><td>0</td></tr>
<tr><td>Total power consumption of the routed design</td><td>0.00006044 W</td></tr>
<tr><td>Power per cell area</td><td>124.2 nW/um^2</td></tr>
<tr><td>Net switching power</td><td>0.00002440 W</td></tr>
<tr><td>Sw frac</td><td>0.4037</td></tr>
<tr><td>Logic pwr share</td><td>1.000</td></tr>
<tr><td>Leakage power summed over all cells</td><td>0.1865 nW</td></tr>
<tr><td>Portion of total power attributed to the clock network</td><td>0</td></tr>
<tr><th colspan="2">Synth</th></tr>
<tr><td>Netlist area before placement</td><td>237.7 sq um</td></tr>
<tr><td>Post-synthesis cell type with the largest instance count</td><td>nor3_1</td></tr>
<tr><td>Yosys stat chip area</td><td>237.7 sq um</td></tr>
<tr><td>Top area contributor share</td><td>0.1263</td></tr>
<tr><td>Tally of yosys warning messages</td><td>0</td></tr>
<tr><td>Number of standard cells after synthesis</td><td>36</td></tr>
<tr><td>Avg Inst Size Synth</td><td>6.604 sq um</td></tr>
<tr><td>Main area contributors</td><td>nor3_1, nand3b_1, or3b_1, xnor2_1, a311oi_2</td></tr>
<tr><td>Count of distinct cell types in the synthesized netlist</td><td>20</td></tr>
<tr><td>Yosys top cell by area</td><td>nor3_1</td></tr>
<tr><td>Yosys cell count</td><td>36</td></tr>
<tr><td>Most used standard cells in the synthesized netlist</td><td>nor3_1, nand3b_1, nor2_1</td></tr>
<tr><td>Fraction of the yosys area taken by sequential cells</td><td>0</td></tr>
<tr><th colspan="2">Global routing</th></tr>
<tr><td>Overflow after GRT</td><td>0</td></tr>
<tr><td>Largest net degree at the start of global routing</td><td>11</td></tr>
<tr><td>GRT Util Overall</td><td>0.02886</td></tr>
<tr><td>Antenna violations before repair</td><td>0</td></tr>
<tr><td>Number of global-route vias before repair</td><td>301</td></tr>
<tr><td>Global-route wire length before repair</td><td>1511 microns</td></tr>
<tr><th colspan="2">Run status</th></tr>
<tr><td>Status</td><td>finished, final reports clean</td></tr>
<tr><th colspan="2">Placed design</th></tr>
<tr><td>Placement-stage cell area</td><td>494.2 sq um</td></tr>
<tr><td>Pre-CTS worst setup slack</td><td>-0.2495 ns</td></tr>
<tr><td>Count of port buffers added during placement</td><td>19</td></tr>
<tr><td>Final estimated routing congestion in global placement</td><td>0.7301</td></tr>
<tr><td>Estimated wirelength of the detail-placed design</td><td>856.5 microns</td></tr>
<tr><th colspan="2">Flow run</th></tr>
<tr><td>Log Warnings</td><td>32</td></tr>
<tr><td>Total of max-cap violations</td><td>0</td></tr>
<tr><th colspan="2">Floorplan</th></tr>
<tr><td>Die Width</td><td>80 microns</td></tr>
<tr><td>Initial core utilization</td><td>0.06960</td></tr>
<tr><td>FP Rows</td><td>21</td></tr>
<tr><td>DIE AREA</td><td>6400 sq um</td></tr>
<tr><td>Y dimension of the die</td><td>80 microns</td></tr>
<tr><td>Placeable core region</td><td>3416 sq um</td></tr>
<tr><td>I/O pin total</td><td>20</td></tr>
<tr><th colspan="2">Clock tree</th></tr>
<tr><td>Post-CTS setup buffer count</td><td>0</td></tr>
<tr><th colspan="2">Hold path</th></tr>
<tr><td>Min-delay worst type</td><td>input port to primary output</td></tr>
</table>
[layer usage]
layer | part of all wire | vias to the layer above | GRT usage
met5 | 0 | - | 0
met4 | 0 | 0 | 0
met3 | 0.10 | 0 | 0.007955
met2 | 0.48 | 9 | 0.05377
met1 | 0.42 | 143 | 0.03362
li1 | - | 163 | -
[power groups by stage]
stage | registers [W] | logic (W) | clock network (W)
4_1_cts | 0 | 0.0000619 | 0
5_1_grt | 0 | 0.0000676 | 0
6_report | 0 | 0.0000604 | 0
[layout make-up]
type	instances	area, sq um
multi-input cells	29	196.4
fillers	399	2929
well taps	46	57.56
inverters	2	7.507
repair buffers	25	225.2
[cell families after synthesis]
group | count (synthesis) | share of synthesized area
AND-OR/OR-AND | 5 | 0.1579
XOR/XNOR | 2 | 0.07370
buffers and inverters | 7 | 0.1842
other | 1 | 0.01577
AND/OR/NAND/NOR | 21 | 0.5684
[stage by stage]
stage            util  std cells
6_report       0.1425        102
5_1_grt        0.1425        102
3_3_place_gp   0.1447        102
4_1_cts        0.1432        102
2_1_floorplan       -         36
3_5_place_dp   0.1447        102
[cell usage in the layout (no fill, tap or decap)]
| cell | synthesis | layout |
|---|---|---|
| a311oi_2 | 1 | 1 |
| clkbuf_2 | 0 | 2 |
| nand2_1 | 1 | 1 |
| a21oi_1 | 2 | 2 |
| nand3b_1 | 3 | 3 |
| dlymetal6s2s_1 | 0 | 1 |
| or3b_1 | 2 | 1 |
| o21a_1 | 1 | 1 |
| or4b_1 | 1 | 1 |
| or3b_4 | 0 | 1 |
| inv_1 | 2 | 2 |
| nor2_1 | 3 | 3 |
| buf_4 | 2 | 6 |
| conb_1 | 1 | 1 |
| nor3_1 | 6 | 6 |
| dlygate4sd2_1 | 0 | 2 |
| and2_0 | 1 | 1 |
| nand4_1 | 1 | 1 |
| o21ai_0 | 1 | 1 |
| nor4b_2 | 1 | 1 |
| nand2b_1 | 2 | 2 |
| clkdlybuf4s50_1 | 0 | 14 |
| xnor2_1 | 2 | 2 |
[worst paths after layout]
kind | from | to | slack (ns) | cells after the start
max | INSTR_REG[1] | MODE_TEST_NORMAL | 0.04 | 4
min | INSTR_REG[2] | G1[2] | 1.42 | 4
[timing repair]
item | CTS | global route
endpoints found under the setup margin | 15 | 5
resized | 4 | 6
cloned | 0 | 0
hold buffers | 0 | 0
Power is estimated from default activity; no workload was simulated.
