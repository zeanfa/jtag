<file path="/design/flow/constraint.sdc">
current_design fsm

set clk_period 4.3
set clk_io_pct 0.2

create_clock -name clk0 -period $clk_period [get_ports {CLK}]

set non_clock_inputs [all_inputs -no_clocks]
set_input_delay [expr $clk_period * $clk_io_pct] -clock clk0 $non_clock_inputs
set_output_delay [expr $clk_period * $clk_io_pct] -clock clk0 [all_outputs]
</file>
<file path="/design/flow/design.v">
`timescale 1ns / 1ps
module fsm(
    input [3:0] X,
	input [3:0] PRESET_Y,
    output reg [3:0] Y,
    input CLK,
    input ENABLE
    );
	reg [0:1023] memory = 1024'h300000006A600A0D11B1000011138161999922222221E226333333F33343333347444C4C444444915582555555550554615466666B66666C077A757777772E2E88D78888881B83888699999999E999C9ADA2AAAAAA8AAAA5BBBBB4BBBE1BB8BDECCCCCCCC699CC3CDD0DD2DDD3DDDD5AEEEEEEEEEEEE3431AFFFCCCCFF6F3FFF;
	always @(posedge CLK) begin
		if (ENABLE) begin
			Y[3] <= memory[(Y*16 + X)*4];
			Y[2] <= memory[(Y*16 + X)*4 + 1];
			Y[1] <= memory[(Y*16 + X)*4 + 2];
			Y[0] <= memory[(Y*16 + X)*4 + 3];
		end
		else begin
			Y <= PRESET_Y;
		end
	end
endmodule
</file>
<file path="/design/flow/config.mk">
export PLATFORM = sky130hd
export DESIGN_NAME = fsm
export DESIGN_NICKNAME = fsm
export VERILOG_FILES = /design/flow/design.v
export SDC_FILE = /design/flow/constraint.sdc
export NUM_CORES = 4
export LEC_CHECK = 1
export CORE_AREA = 10 10 97 97
export DIE_AREA = 0 0 107 107
</file>
<file path="/design/flow/run.sh">
#!/bin/bash
# OpenROAD 26Q1-2900-gdf79404cd8, Yosys 0.63+post, stock flow scripts
make -C /OpenROAD-flow-scripts/flow DESIGN_CONFIG=/design/flow/config.mk WORK_HOME=/design/flow/orfs finish
</file>
==> impl_metrics.py <==
# Auto-generated metrics
metrics = {
    "logic_synthesis": {
        "ys_ff": 4,
        "ys_types": 53,
        "syn_area_sq_mm": 0.00139,
        "ys_cells": 221,
        "yosysWarnings": 1,
        "synthArstFlopShare_pct": 0,
        "ys_seq_share_pct": 5.77,
        "yosys-stat-area_sq_mm": 0.00139,
        "edf_count": 0,
        "synth_area_per_cell_sq_um": 6.28,
        "synthCells": 221,
        "synthFlopType": "dfxtp_1",
    },
    "clocking": {
        "cts_resized": 0,
        "cts_tree": "yes",
        "cts_sinks": 4,
        "cts_root_buf": "clkbuf_8",
        "worstSkewPairLatency_ns": 0.21,
        "clkTransAtPathRegs_ns": 0.03,
        "ctsHoldBuffers": 0,
        "cts_buffers": 3,
        "ctsHtreeMaxLevel": 1,
        "post-cts-setup-buffer-count": 0,
        "clockBufferDepth": 2,
    },
    "final_timing": {
        "finalSetupTns_ns": 0,
        "finalMaxSlewViolations": 0,
        "slew_headroom_pct": 52.7,
        "worst_hold_slack_ns": 0.634,
        "setup_violations": 0,
        "fin_crit_sh_pct": 71.2,
        "worst_pin_slew_ns": 0.707,
        "fmax_mhz": 327,
        "skew_ns": 0.00339,
        "finalHoldViolCount": 0,
        "period_needed_ns": 3.06,
        "rsz0062_at_grt": "no",
    },
    "final_layout": {
        "regMostFlops": "Y",
        "fill_cells": 841,
        "reg_top3": "Y x4",
        "drive_gt1_share_pct": 8.37,
        "largest_reg_flops": 4,
        "layout_top_cell": "a21oi_1",
        "regArea_sq_um": 80.1,
        "final_area_sq_mm": 0.00157,
        "synthToLayoutAreaGrowth_pct": 12.9,
        "comb_area_sq_mm": 0.00112,
        "final_cell_mix": "a21oi_1, o21ai_0, nand2_1, nor2_1, clkdlybuf4s50_1",
    },
    "floorplanning": {
        "ios": 14,
        "core-area_sq_mm": 0.00729,
        "core_util_floorplan_pct": 19.0,
        "dieWidth_microns": 107,
        "core.rowCount": 31,
        "dieArea_sq_mm": 0.0114,
        "die_h_microns": 107,
    },
    "run_status": {
        "status": "finished, final reports clean",
    },
    "place": {
        "placed_area_sq_mm": 0.00153,
        "portBuffers": 13,
        "place_hpwl_mm": 3.29,
        "gp_congestion": 0.945,
    },
    "grt": {
        "grt_pass1_wl_mm": 7.49,
        "antenna_found_initial": 0,
        "grt_usage_pct": 7.66,
        "first_global_vias": 1478,
        "overflow": 0,
        "grt_max_degree": 39,
    },
    "drt": {
        "drt-initial-drc-count": 231,
        "dr.pass1.iters": 4,
        "diodes": 0,
        "routed_wl_mm": 4.63,
        "ant_nets": 0,
        "wl_per_cell_microns": 14.7,
        "viasPerCell": 5.52,
        "vias": 1732,
        "drc_errors": 0,
    },
    "flow_run": {
        "cap_violations": 0,
        "warnings": 25,
    },
    "critical_path": {
        "startpoint_type": "primary input",
        "worstSetupEndpointType": "flop",
        "crit_arrival_ns": 3.22,
        "cp.required_ns": 4.45,
        "path_class": "primary input to flop",
        "r2r_start": "Y[2]",
        "ff2ff_path_depth": 5,
        "critical_path_peak_fanout": 20,
        "crit_start": "X[2]",
    },
    "pwr": {
        "totalPowerFinal_w": 0.000627,
        "max-vdd-ir-drop_mv": 0.110,
        "powerDensity_mw_per_mm2": 400,
        "power_leakage_nw": 0.521,
    },
    "hold_path": {
        "min_path_cells": 4,
        "hold_class": "flop to flop",
        "hp-start": "Y[3]",
    },
}
[power by group]
part,total [W],switching (W),internal (W)
clock,0.0000768,0.0000174,0.0000595
combinational,0.000465,0.000275,0.000190
sequential,0.0000857,0.0000329,0.0000529
[worst paths after layout]
path              slack (ns)    to
hold reg to reg         0.63  Y[3]
hold / removal          0.63  Y[3]
setup reg to reg        2.30  Y[2]
setup / recovery        1.24  Y[1]
[layer usage]
metal | wire length, microns | track usage [%] | up-vias
li1 | - | - | 830
met1 | 1950 | 10.6 | 810
met2 | 2160 | 11.7 | 84
met3 | 419 | 1.33 | 8
met4 | 102 | 2.51 | 0
met5 | 0 | 0 | -
[layout make-up]
class                      count  area share (%)
clock buffer                   3            2.63
inverter                       7            1.68
multi-input combinational    182            71.5
sequential                     4            5.11
tap                           99            7.90
timing repair buffer          19            11.2
[synth_stat cells, types with 4 or more instances]
library cell / count / area, sq um
o21ai_0: 19 / 95.1
o22ai_1: 7 / 43.8
dfxtp_1: 4 / 80.1
nand4_1: 7 / 43.8
nor2_1: 15 / 56.3
nor2b_1: 6 / 37.5
o221ai_1: 5 / 43.8
nand2b_1: 11 / 68.8
buf_2: 18 / 90.1
inv_2: 4 / 15.0
clkbuf_1: 4 / 15.0
nor3_1: 7 / 35.0
nand2_1: 18 / 67.6
a21oi_1: 23 / 115
and3_1: 4 / 25.0
a22oi_1: 5 / 37.5
o21ai_1: 4 / 20.0
[worst max-delay path, cell delays in order]
cell and delay, ns:
clkdlybuf4s50_1 0.86, buf_4 0.34, or2_1 0.19, o22ai_1 0.10, a22oi_1 0.21, nor2_1 0.06, a2111oi_1 0.37, o211a_1 0.21
[stage by stage]
stage / setup slack (ns) / utilization, % / instances
floorplan: 2.24 / - / 221
global placement: 1.08 / 20.9 / 311
detailed placement: 1.06 / 20.9 / 311
CTS: 1.27 / 21.5 / 314
global route: 1.09 / 21.5 / 314
finish: 1.24 / 21.5 / 314
[cell families (layout without fill, tap and decap cells)]
kind of cell / after synthesis / after routing / share of synthesized area [%]
xor+xnor: 1 / 1 / 0.631
mux: 2 / 2 / 1.44
compound gates: 96 / 96 / 46.2
simple gates: 83 / 83 / 32.4
flops: 4 / 4 / 5.77
buf+inv: 35 / 29 / 13.5
Power is estimated from default activity; no workload was simulated.
